==> run.sh <==
#!/bin/bash
# OpenROAD 26Q1-2900-gdf79404cd8, Yosys 0.63+post, stock flow scripts
make -C /OpenROAD-flow-scripts/flow DESIGN_CONFIG=/design/flow/config.mk WORK_HOME=/design/flow/orfs finish
==> config.mk <==
export PLATFORM = sky130hd
export DESIGN_NAME = keyboard
export DESIGN_NICKNAME = keyboard
export VERILOG_FILES = /design/flow/design.v
export SDC_FILE = /design/flow/constraint.sdc
export NUM_CORES = 4
export LEC_CHECK = 1
export CORE_UTILIZATION = 40
==> constraint.sdc <==
current_design keyboard

set clk_period 4.4
set clk_io_pct 0.2

create_clock -name clk0 -period $clk_period [get_ports {clk}]

set non_clock_inputs [all_inputs -no_clocks]
set_input_delay [expr $clk_period * $clk_io_pct] -clock clk0 $non_clock_inputs
set_output_delay [expr $clk_period * $clk_io_pct] -clock clk0 [all_outputs]
==> design.v <==
module keyboard (
		input        reset,
		input        clk,
		input [10:0] ps2_key,			
		input  [3:0] column,
		output [4:0] row,
      output [4:0] kbd_soundvolume,
		output kbd_nmi,
		output reg kbd_hardreset
);
wire pressed = ps2_key[9];
wire  input_strobe = ~ps2_key[8];
wire extended = ps2_key[8];
wire [7:0] code = ps2_key[7:0];	
reg [4:0]keys[14:0];
wire shift;
reg shiftL;
reg shiftR;
reg shiftExtra;  
assign shift = shiftExtra & (shiftL & shiftR);
reg ctrlR;
reg ctrlL;
wire ctrl;
assign ctrl = ctrlR & ctrlL;
reg altR;
reg altL;
wire alt;
assign alt = altR & altL;
assign row = { keys[column][0], keys[column][2], keys[column][4], keys[column][1], keys[column][3] };
reg old_stb;
reg old_reset = 0;
reg [7:0] soundvolume;
reg mute;
reg [8:0] kbd_nmi_clk = 8'h00;
assign kbd_nmi = (kbd_nmi_clk == 8'h00);
assign kbd_soundvolume = (mute) ? 4'h0 : soundvolume;
initial begin   
   kbd_hardreset <= 1;
end
always @(posedge clk) 
begin
	old_stb <= ps2_key[10];
	old_reset <= reset;
   if (~(kbd_nmi_clk == 8'h00))
      kbd_nmi_clk <= kbd_nmi_clk - 8'd1;
	if(~old_reset & reset)
	begin
		keys[00] <= 5'b11111;
		keys[01] <= 5'b11111;
		keys[02] <= 5'b11111;
		keys[03] <= 5'b11111;
		keys[04] <= 5'b11111;
		keys[05] <= 5'b11111;
		keys[06] <= 5'b11111;
		keys[07] <= 5'b11111;
		keys[08] <= 5'b11111;
		keys[09] <= 5'b11111;
		keys[10] <= 5'b11111;
		keys[11] <= 5'b11111;
		keys[12] <= 5'b11111;
		keys[13] <= 5'b11111;
		keys[14] <= 5'b11111;
		shiftL <= 1;
		shiftR <= 1;
		shiftExtra <= 1;
		ctrlR <= 1;
		ctrlL <= 1;
		altR <= 1;
		altL <= 1;
		kbd_nmi_clk <= 8'h00;
		kbd_hardreset <= 1;
      soundvolume <= 8'h8;
      mute <= 4'h0;
      kbd_nmi_clk <= 8'hFF;
	end
	keys[02][0] <= alt;  
	keys[07][0] <= ctrl;  
	keys[04][0] <= shift;
	if(old_stb != ps2_key[10]) 
	begin		
		if (extended) 
		begin
			case(code)
				8'h6b : keys[08][1] <= ~pressed;  
				8'h74 : keys[08][0] <= ~pressed;  
				8'h75 : keys[07][4] <= ~pressed;  
				8'h72 : keys[08][4] <= ~pressed;  
				8'h5a : keys[05][0] <= ~pressed;  
				8'h14 : ctrlR <= ~pressed;  
				8'h11 : altR <= ~pressed;   
            8'h23 : if (pressed)        
                        mute <= ~mute;
            8'h21 : if (pressed & ~(soundvolume == 4'h0))  
                        soundvolume <= soundvolume - 4'd1;
            8'h32 : if (pressed & ~(soundvolume == 4'hF))  
                        soundvolume <= soundvolume + 4'd1;                        
				8'h71 : if (~(ctrl | alt) | ~kbd_nmi)  
					kbd_nmi_clk <= 8'h0F;
			endcase	
		end
		else
		begin
			case(code)       
				8'h14 : ctrlL <= ~pressed;  
				8'h11 : altL <= ~pressed;   
				8'h66 : if (~(ctrl | alt) | ~kbd_hardreset)  
					kbd_hardreset <= ~pressed;	
				8'h15 : keys[00][0] <= ~pressed;  
				8'h24 : keys[00][1] <= ~pressed;  
				8'h2c : keys[00][2] <= ~pressed;  
				8'h2d : keys[00][3] <= ~pressed;  
				8'h1d : keys[00][4] <= ~pressed;  
				8'h1c : keys[01][0] <= ~pressed;  
				8'h23 : keys[01][1] <= ~pressed;  
				8'h34 : keys[01][2] <= ~pressed;  
				8'h2b : keys[01][3] <= ~pressed;  
				8'h1b : keys[01][4] <= ~pressed;  
				8'h59: shiftR <= ~pressed;  
				8'h12: shiftL <= ~pressed;  
				8'h22 : keys[02][1] <= ~pressed;  
				8'h2a : keys[02][2] <= ~pressed;  
				8'h21 : keys[02][3] <= ~pressed;  
				8'h1a : keys[02][4] <= ~pressed;  
				8'h29 : keys[03][3] <= ~pressed;  
				8'h0D : keys[04][1] <= ~pressed;  
				8'h58 : keys[04][4] <= ~pressed;  
			endcase
			case(code)       				
				8'h3a : keys[07][1] <= ~pressed;  
				8'h32 : keys[07][2] <= ~pressed;  
				8'h31 : keys[07][3] <= ~pressed;  
				8'h5a : keys[05][0] <= ~pressed;  
				8'h42 : keys[05][1] <= ~pressed;  
				8'h33 : keys[05][2] <= ~pressed;  
				8'h3b : keys[05][3] <= ~pressed;  
				8'h4b : keys[05][4] <= ~pressed;  
				8'h4d : keys[06][0] <= ~pressed;  
				8'h43 : keys[06][1] <= ~pressed;  
				8'h35 : keys[06][2] <= ~pressed;  
				8'h3c : keys[06][3] <= ~pressed;  
				8'h44 : keys[06][4] <= ~pressed;  
			endcase
		end
	end	
end 
endmodule  
==> results.ini <==
[floorplanning]
placementRows=34
die_w_um=97.0
pin_count=29
core_area_um2=8720
fp_util=0.414
fp.dieH_um=97.0
die_area_um2=9400

[final_layout]
final_area_um2=4130
synthToLayoutAreaGrowth_pct=14.4
layout-drive-gt1-share=0.0928
top_register=keys
largest_reg_flops=37
largest_registers=keys (37), kbd_nmi_clk (9), soundvolume (8)
fin_util=0.473

[synth]
synthArstFlopShare=0
ys_cells=426
ys_ff=64
syn-instance-count=426
synth_area_um2=3610
synth-edff-count=0
flop_cell=dfxtp_1
ys_seq_frac=0.355
avgSynthCellArea_um2=8.47
yosysUniqueCellTypes=64
yosysWarnings=2
yosys_area_um2=3610

[critical_path]
max_stage_delay_ps=880
endpoint_kind=output port
crit_chain=clkdlybuf4s50_1 -> inv_1 -> a21o_1 -> o21ai_0 -> a22oi_1 -> o32a_1 -> clkdlybuf4s50_1
critPathArrivalTime_ps=3010
cp.required_ps=3520
crit_fanout=18
r2r_cells=7
r2r_end=soundvolume[6]
critPathSlowestCell=clkdlybuf4s50_1
crit_top_cell=clkdlybuf4s50_1
crit_type=in -> out
r2r_slack_ps=2090
r2r_start=soundvolume[0]
startpoint_type=input port

[power]
clkPwrFrac=0.406
p_sw_frac=0.268
p_per_area_nw_per_um2=309
p_int_mw=0.935
p_sw_mw=0.342
comb_power_share=0.115
ir_worst_vdd_mv=0.199
p_seq_frac=0.479
leakage_nw=1.40
power_mw=1.28

[grt]
antenna_found_initial=0
grt-ovfl-total=0
grt_max_degree=46
grt_pass1_wl_um=15000
grt_usage=0.200
grt_pass1_vias=2925

[routing]
vias_per_cell=5.85
post_drt_wl_per_cell_um=16.2
drc=0
drt_wl_total_um=8930
dr.pass1.iters=4
antenna_cells=0
drt_iter0_drc=165
vias=3217
ant_nets=0

[timing]
final_hold_viol_count=0
finalSetupViolations=0
slew_headroom=0.512
fmax_ghz=0.257
setup_tns_ps=0
fin_crit_ps=3890
slew_viol_final=0
finClkSkew_ps=8.22
rsz0062_at_grt=false
period_used_share=0.884
tightest_slew_ps=726

[clock_tree]
post_cts_buffers=0
cts_sinks=64
postCtsHoldBufs=0
numCtsBuffers=9
path_clk_slew_ps=70
cts_root_buf=clkbuf_8
clk_latency_ps=340
cts_max_level=3
cts_resized=0
clockBufferDepth=2
tritoncts=yes

[placement]
gp_congestion=0.866
numPortBuffers=28
dp_hpwl_um=6300
placed_area_um2=3920

[flow_run]
warnings=28
drv_cap=0

[min_path]
hold_end=keys[4][0]
hold_path_depth=1
min_from=shiftR
hp-class=reg -> reg

[run_status]
status=complete, no violations

[power by group through the flow]
stage         clock, mW  combinational [mW]  sequential, mW
global route      0.563               0.164           0.613
CTS               0.534               0.146           0.612
finish            0.518               0.147           0.612
[routing by layer]
layer,share of wire,GRT usage,vias up
met5,0,0,-
met4,0.015,0.0241,0
met3,0.057,0.0522,11
met2,0.42,0.291,76
met1,0.51,0.316,1485
li1,-,-,1645
[worst max-delay path by stage]
stage	startpoint	slack (ps)	depth (start not counted)	to
global route	column[2]	370	7	row[3]
finish	column[2]	510	7	row[3]
CTS	column[2]	560	7	row[3]
[cells in the final DEF (no fill, tap or decap), types with 4 or more instances in the layout]
cell             count
o21ai_0             14
xor2_1               6
a211oi_1             5
a22oi_1              5
nor2b_1             11
a21o_1               4
inv_1               10
a31oi_1              6
nand2b_1             8
nor4_1               7
and2_1               7
nand2_1             29
clkbuf_8            10
ha_1                 5
o31ai_1             26
a21oi_1             22
nor3_1              17
nand4_1              7
dfxtp_1             64
mux2i_1              8
clkdlybuf4s50_1     28
o22ai_1             26
buf_4                5
nand3_1             16
nor2_1              29
[per-stage QoR]
| stage | cells | setup WS, ps | hold slack (ps) |
|---|---|---|---|
| 2_1_floorplan | 426 | 1420 | 431 |
| 3_5_place_dp | 534 | 565 | 449 |
| 5_1_grt | 550 | 368 | 501 |
| 6_report | 550 | 510 | 468 |
| 3_3_place_gp | 534 | 578 | 451 |
| 4_1_cts | 550 | 558 | 466 |
[critical path, delay by kind of cell]
kind / cells / cell delay [ps]
buf+inv: 3 / 1430
compound gates: 4 / 680
[cells by family after synthesis]
family / after synthesis / synth area share
AND/OR/NAND/NOR: 153 / 0.238
multiplexers: 14 / 0.0503
buffers and inverters: 43 / 0.0506
flip-flops: 64 / 0.355
XOR/XNOR: 9 / 0.0219
adder cells (fa/ha/maj): 5 / 0.0173
AND-OR/OR-AND: 138 / 0.267
[area by class of cell]
| cell class | instances | area, um2 |
|---|---|---|
| Inverter | 10 | 37.5 |
| Fill cell | 797 | 4590 |
| Clock inverter | 6 | 67.6 |
| Clock buffer | 10 | 138 |
| Timing Repair Buffer | 33 | 318 |
| Multi-Input combinational cell | 319 | 2150 |
| Tap cell | 108 | 135 |
| Sequential cell | 64 | 1280 |
[synth_stat cells (10+ instances only)]
library cell	n	area, um2
o31ai_1	26	195
nand2_1	29	109
o21ai_0	14	70.1
o22ai_1	26	163
nand3_1	16	80.1
nor2_1	29	109
inv_1	10	37.5
a21oi_1	22	110
dfxtp_1	64	1280
nor2b_1	12	75.1
clkbuf_1	25	93.8
nor3_1	17	85.1
