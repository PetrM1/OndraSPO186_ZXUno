$ cat design.v
module k580vi53
(
	input        reset,
	input        clk_sys,
	input  [1:0] addr,
	input  [7:0] din,
	output [7:0] dout,
	input        wr,
	input        rd,
	input  [2:0] clk_timer,
	input  [2:0] gate,
	output [2:0] out,
	output [2:0] sound_active
);
wire	[7:0] dout0;
wire	[7:0]	dout1;
wire	[7:0]	dout2;
assign dout = (rd) ? dout0 & dout1 & dout2 : 8'hzz;
timer t0(reset, clk_sys, clk_timer[0], din, dout0, wr && (addr == 3) && (din[7:6] == 0), wr && (addr == 0), rd && (addr == 0), gate[0], out[0], sound_active[0]);
timer t1(reset, clk_sys, clk_timer[1], din, dout1, wr && (addr == 3) && (din[7:6] == 1), wr && (addr == 1), rd && (addr == 1), gate[1], out[1], sound_active[1]);
timer t2(reset, clk_sys, clk_timer[2], din, dout2, wr && (addr == 3) && (din[7:6] == 2), wr && (addr == 2), rd && (addr == 2), gate[2], out[2], sound_active[2]);
endmodule
module timer
(
	input        reset,
	input        clk_sys,
	input	       clk_timer,
	input	 [7:0] din,
	output [7:0] dout,
	input	       wr_cw,
	input	       wr,
	input	       rd,
	input	       gate,
	output reg   out,
	output reg   sound_active
);
reg  [7:0] q;
reg  [7:0] cw;
reg [15:0] counter;
reg [15:0] ld_count;
reg  [7:0] load;
reg        pause;
reg        stop1;
assign dout = q;
	reg [15:0] l_counter;
	reg msbw, msbr;  
	reg latched;
	reg old_wr_cw, old_wr, old_rd;
always @(posedge clk_sys) begin
	old_wr_cw <= wr_cw;
	old_wr <= wr;
	old_rd <= rd;
	if(!old_wr_cw && wr_cw) begin
		msbw <=0;
		msbr <=0;
		if(!din[5:4]) begin
			if(!latched) begin 
				latched <=1;
				l_counter <= counter;
			end
		end else begin
			cw <= din;
			latched <=0;
			stop1 <=1;
			pause<=1;
		end
	end
	if(!old_wr && wr) begin
		case(cw[5:4]) 
			1: begin  
					ld_count[7:0]  <= check(din);
					ld_count[15:8] <= 0;
					stop1  <=0;
					load  <=load + 1'd1;
					pause <=0;
				end
			2: begin  
					ld_count[7:0]  <= 0;
					ld_count[15:8] <= check(din);
					stop1  <=0;
					load  <=load + 1'd1;
					pause <=0;
				end
			default: begin  
					if(msbw) ld_count[15:8] <= check(din);
						else  ld_count[7:0]  <= check(din);
					msbw  <= ~msbw;
					pause <= ~msbw;
					if(msbw) begin
						stop1  <=0;
						load  <=load + 1'd1;
					end
				end
		endcase
	end
	if(!old_rd && rd) begin
		casex({latched, msbr, cw[5:4]})
			4'b0X01: q <=counter[7:0];
			4'b0X10: q <=counter[15:8];
			4'b0011: q <=counter[7:0];
			4'b0111: q <=counter[15:8];
			4'b1X01: begin q <=l_counter[7:0];  latched <=0; end
			4'b1X10: begin q <=l_counter[15:8]; latched <=0; end
			4'b1011: q <=l_counter[7:0];
			4'b1111: begin q <=l_counter[15:8]; latched <=0; end
		endcase
		msbr <= ~msbr;
	end
	if(!rd || reset) q <= 255;
	if(reset) begin
		stop1 <=1;
		ld_count  <=0;
		cw <= 0;
	end
end
function [15:0] minus1;
	input [15:0] value;
	begin
		if(!cw[0]) minus1 = value-1'd1;
		else begin
			minus1 = value;
			if(!minus1[3:0]) begin
				minus1[3:0] = 9;
				if(!minus1[7:4]) begin
					minus1[7:4] = 9;
					if(!minus1[11:8]) begin
						minus1[11:8] = 9;
						if(!minus1[15:12]) begin
							minus1[15:12] = 9;
						end else minus1[15:12] = minus1[15:12]-1'd1;
					end else minus1[11:8] = minus1[11:8]-1'd1;
				end else minus1[7:4] = minus1[7:4]-1'd1;
			end else minus1[3:0] = minus1[3:0]-1'd1;
		end
	end
endfunction
function [7:0] check;
	input [7:0] value;
	begin
		if(!cw[0]) check = value;
		else begin
			check[3:0] = (value[3:0]>9) ? 4'd9 : value[3:0];
			check[7:4] = (value[7:4]>9) ? 4'd9 : value[7:4];
		end;
	end
endfunction
reg  stop2;
wire stop = stop1 | stop2;
	reg  [7:0] old_load;
	reg        old_gate;
	reg start, count_en, m3state;
	reg  [7:0] stop_delay;
	reg        old_clk;
always @(posedge clk_sys) begin
	old_clk <= clk_timer;
	if(old_clk & ~clk_timer) begin
		stop2 <= stop1;
		old_load <= load;
		old_gate <= gate;
		start <= stop;
		sound_active <= (!cw[3:1] || (cw[2:1] == 2'b11)) && !stop;
		casex(cw[3:1])
			3'b000: 	if(stop) begin out <=0; count_en <=0; end
						else begin
							if(start || (old_load != load)) begin
								counter <= ld_count;
								out <=0;
								count_en <=1;
							end else if(!pause && gate) begin
								counter <= minus1(counter);
								if(counter == 1) begin 
									out <=1;
									count_en <=0;
								end
							end
						end
			3'b001: 	if(stop) begin out <=1; count_en <=0; end
						else begin
							if(!old_gate & gate) begin
								counter <= ld_count;
								out <=0;
								count_en <=1;
							end else begin
								counter <= minus1(counter);
								if((counter == 1) && count_en) begin 
									out <=1;
									count_en <=0;
								end
							end
						end
			3'bX10: 	if(stop || !gate) out <=1;
						else begin
							if(start || (!old_gate & gate) || (counter <= 1)) begin
								counter <=ld_count;
								out <=1;
							end else begin
								counter <= minus1(counter);
								if(counter == 2) out <=0;
							end
						end
			3'bX11: 	if(stop || !gate) begin out <=1; m3state <=1; end
						else begin
							if(start || (!old_gate & gate) || (counter <= 2)) begin
								counter <=ld_count;
								out <= m3state;
								m3state <= ~m3state;
							end else begin 
								counter <= !counter[0] ? minus1(minus1(counter)) : out ? minus1(counter) : minus1(minus1(minus1(counter)));
							end
						end
			3'b100: 	if(stop) begin out <=1; count_en <=0; end
						else begin
							out <=1;
							if(start) begin 
								counter  <=ld_count;
								count_en <=1;
							end else if(gate) begin
								counter <= minus1(counter);
								if((counter == 1) && count_en) begin 
									out <=0;
									count_en <=0;
								end
							end
						end
			3'b101: 	if(stop) begin out <=1; count_en <=0; end
						else begin
							out <=1;
							if(!old_gate & gate) begin
								counter <=ld_count;
								out <=1;
								count_en <=1;
							end else begin
								counter <= minus1(counter);
								if((counter == 1) && count_en) begin 
									out <=0;
									count_en <=0;
								end
							end
						end
		endcase
	end
end
endmodule
$ cat run.sh
#!/bin/bash
# OpenROAD 26Q1-2900-gdf79404cd8, Yosys 0.63+post, stock flow scripts
make -C /OpenROAD-flow-scripts/flow DESIGN_CONFIG=/design/flow/config.mk WORK_HOME=/design/flow/orfs finish
$ cat config.mk
export PLATFORM = sky130hd
export DESIGN_NAME = k580vi53
export DESIGN_NICKNAME = k580vi53
export VERILOG_FILES = /design/flow/design.v
export SDC_FILE = /design/flow/constraint.sdc
export NUM_CORES = 4
export LEC_CHECK = 1
export CORE_UTILIZATION = 50
$ cat constraint.sdc
current_design k580vi53

set clk_period 6.9
set clk_io_pct 0.2

create_clock -name clk0 -period $clk_period [get_ports {clk_sys}]

set non_clock_inputs [all_inputs -no_clocks]
set_input_delay [expr $clk_period * $clk_io_pct] -clock clk0 $non_clock_inputs
set_output_delay [expr $clk_period * $clk_io_pct] -clock clk0 [all_outputs]
==> flow_summary.rst <==
Run summary
-----------

.. list-table::
   :header-rows: 1

   * - Metric
     - Value
   * - Outcome
     - finished, final reports clean
   * - Portion of total power attributed to the clock network
     - 46.9%
   * - Global-route wire length before repair
     - 90400 um
   * - Total CTS buffers
     - 34
   * - Port-buffer cells
     - 33
   * - Distinct lib cells
     - 105
   * - Final tally of hold violations
     - 0
   * - Area of the die
     - 39300 sq um
   * - Register-to-Register Setup Slack
     - 1.54 ns
   * - Summed negative setup slack over all endpoints
     - 0 ns
   * - Portion of total power attributed to combinational logic
     - 5.7%
   * - Global-route usage over all layers
     - 31.0%
   * - Post-synth EDFFs
     - 171
   * - Maximum buffer depth of the clock tree
     - 3
   * - Hold-fix buffers, CTS
     - 0
   * - Ratio of cells with drive above 1 in the final layout
     - 7.62%
   * - Most Crowded Layer GR
     - met1
   * - Storage element area
     - 7360 sq um
   * - Post-Route WL
     - 57600 um
   * - Count of mapped cells out of synthesis
     - 2249
   * - Post-layout period usage of the worst path
     - 77.7%
   * - Post-synthesis sequential area ratio
     - 38.3%
   * - Number of buffers added for setup after CTS
     - 0
   * - Worst-path fanout max
     - 36
   * - Remaining antenna violation count
     - 0
   * - Sum of net half-perimeters after detailed placement
     - 41600 um
   * - Top FF cell, synth
     - edfxtp_1
   * - Reported leakage power
     - 7.34 nW
   * - Routed WL per cell
     - 21.0 um
   * - H-Tree Depth
     - 2
   * - Pint
     - 2.99 mW
   * - Clock-pin transition on the worst setup and hold timing paths
     - 0.06 ns
   * - GR met1 Demand/Resource
     - 50.6%
   * - Commonest non-fill, non-tap cells in the layout
     - nor2_1, nand2_1, edfxtp_1
   * - Max cap viols
     - 0
   * - Effective utilization at floorplan
     - 50.9%
   * - Clock tree from TritonCTS
     - built
   * - Maximum clock skew at final layout
     - 0.0178 ns
   * - Global-route met3 utilization
     - 6.80%
   * - Number of antenna repair diodes
     - 0
   * - Endpoint of the worst register-to-register path
     - t1.counter[15]
   * - Share of total power in sequential cells
     - 47.4%
   * - Synthesized chip area reported by yosys
     - 19200 sq um
   * - Reg2Reg Launch Point
     - t1.counter[0]
   * - DRC violation total after the first TritonRoute iteration
     - 1469
   * - Fin. max-slew vios
     - 0
   * - Standard cell core area
     - 37800 sq um
   * - Post-synthesis average cell area
     - 8.55 sq um
   * - Class of the worst hold path
     - reg -> reg
   * - Switching part of the total power
     - 24.2%
   * - Post-layout min period
     - 5.36 ns
   * - Vias after detailed routing
     - 17400
   * - Number of iterations in the first detailed-routing pass
     - 8
   * - Clock Latency Late Sink
     - 0.56 ns
   * - Most frequently placed logic cell in the final layout
     - nor2_1
   * - Net switching power figure
     - 0.955 mW
   * - Routed via count divided by cell count
     - 6.36
   * - Ys cells
     - 2249
   * - CP startpoint kind
     - flip-flop
   * - Top cell area share
     - 26.7%
   * - Placer congestion estimate
     - 0.990
   * - I/O Pins
     - 34
   * - Synthesis-stage register bit count
     - 282
   * - Post-route DRC violation count
     - 0
   * - Final-layout fill cell count
     - 3353
   * - Number of setup violations in the final report
     - 0
   * - Classification of the worst setup path
     - reg -> reg
   * - Count of cells along the worst register-to-register path
     - 13
   * - Critical Path Source
     - t1.counter[0]
   * - Floorplan row count
     - 71
   * - Number of resized instances in the post-cts repair step
     - 0
   * - OpenROAD warning count
     - 46
   * - Syn-to-layout area delta
     - 9.10%
   * - GRT met2 Usage
     - 43.9%
   * - Top cell type by total area after synthesis
     - edfxtp_1
   * - Dominant cells by area after synthesis
     - edfxtp_1, dfxtp_1, nor2_1
   * - Post-Synthesis Cell Area
     - 19200 sq um
   * - Maximum number of pins on one net before global-route repair
     - 73
   * - Master cell of the clock root buffer
     - clkbuf_16
   * - Post-layout instance count excluding filler cells
     - 2743
   * - Number of global-route vias before repair
     - 15800
   * - Worst Path Arrival
     - 5.65 ns
   * - # clock sinks
     - 282
   * - Slew at the pin with the worst max-slew slack
     - 0.933 ns
   * - Cell Count Post-Placement
     - 2681
   * - Critical path data required time
     - 7.19 ns
   * - Type of element capturing the critical path
     - flip-flop
   * - Initial antenna violation count
     - 2
   * - Maximum frequency from static timing analysis
     - 0.187 GHz
   * - Highest ir drop seen on vdd
     - 0.202 mV
   * - Post-synth ARST share
     - 0%
   * - CP endpoint
     - t1.counter[15]
   * - Number of warnings issued by yosys
     - 2
   * - Die Width
     - 198 um
   * - Gr ovfl total
     - 0
   * - Unrepaired setup endpoints after global routing
     - no
   * - Multi-input gate area
     - 11000 sq um
   * - Fin Hold WS
     - 0.460 ns
   * - Chip height
     - 198 um
   * - Max-slew headroom
     - 37.5%
   * - Cell area power density
     - 188 nW/um^2
[per-layer routing]
metal	routed length [um]	share of wire, %
met5	30	0.052
met4	1330	2.3
met3	4880	8.5
met2	24500	43
met1	26800	47
[Yosys cell counts, types with 19 or more instances]
master	number
nor2_1	221
nand2_1	197
edfxtp_1	171
a21oi_1	159
o21ai_0	119
clkbuf_1	117
dfxtp_1	111
nor3_1	97
nand3_1	84
inv_1	74
mux2i_1	63
xnor2_1	59
xor2_1	41
and3_1	40
nand2b_1	38
ha_1	37
o211ai_1	37
a31oi_1	36
nor4_1	35
a221oi_1	34
nand4_1	33
a211oi_1	23
nor3b_1	22
or3_1	21
nor2b_1	20
or2_2	19
[per-stage QoR]
step | area (sq um) | util [%] | setup slack, ns | total power [mW]
floorplan | 19200 | - | 2.46 | 2.05
global placement | 19800 | 52.5 | 1.79 | 2.13
detailed placement | 19800 | 52.5 | 1.70 | 2.13
CTS | 21000 | 55.6 | 1.66 | 3.99
global route | 21000 | 55.6 | 1.24 | 4.07
finish | 21000 | 55.6 | 1.54 | 3.95
[cell type report]
type | instances | area share [%]
clock buffers | 48 | 4.82
clock inverters | 14 | 0.733
inverters | 76 | 1.36
multi-input cells | 1745 | 52.2
flip-flops and latches | 282 | 35.1
well taps | 511 | 3.05
repair buffers | 67 | 2.77
[worst min-delay path by stage]
stage                   from             end  slack (ns)  depth (start not counted)
global route        t2.stop1        t2.stop2        0.48                          0
CTS           t2.ld_count[3]  t2.ld_count[3]        0.46                          2
finish        t2.ld_count[3]  t2.ld_count[3]        0.46                          2
[flip-flops by register name, indices dropped and copies added, names as in the netlist, 6 cells and up]
name	flops
t0.q	8
t1.old_load	8
t1.l_counter	16
t0.load	8
t0.cw	6
t0.counter	16
t2.cw	6
t2.q	8
t2.load	8
t1.counter	16
t0.l_counter	16
t1.cw	6
t2.l_counter	16
t2.old_load	8
t2.ld_count	16
t1.q	8
t1.load	8
t0.ld_count	16
t1.ld_count	16
t2.counter	16
t0.old_load	8
[cell families (layout without fill, tap and decap cells)]
| family | Yosys count | after routing | synth area share (%) |
|---|---|---|---|
| xor gates and xnor gates | 100 | 100 | 4.55 |
| AOI/OAI and AO/OA | 613 | 613 | 21.2 |
| buffers and inverters | 222 | 205 | 4.94 |
| DFF | 282 | 282 | 38.3 |
| adders and majority gates | 37 | 37 | 2.41 |
| muxes | 83 | 83 | 4.51 |
| and+or+nand+nor | 912 | 912 | 24.1 |
[critical path, cell delays in order, from the launching register on]
cell and delay [ns]:
edfxtp_1 0.36, buf_4 0.25, inv_1 0.38, ha_1 0.79, nand2b_1 0.24, a211oi_1 0.35, o221ai_1 0.39, a211oi_2 0.65
a21oi_1 0.15, a211oi_1 0.37, nand2b_1 0.20, nor4_1 0.60, mux2i_1 0.25, o211ai_1 0.09
[power groups by stage]
stage | Combinational [mW] | Sequential, mW | Clock, mW
5_1_grt | 0.248 | 1.88 | 1.95
4_1_cts | 0.224 | 1.87 | 1.89
6_report | 0.225 | 1.87 | 1.85
Power and IR drop assume default switching activity.
