**flow/design.v**
```verilog
`timescale 1ns / 1ps
 `default_nettype none
module ps2_port (
    input wire clk,   
    input wire enable_rcv,   
    input wire kb_or_mouse,   
    input wire ps2clk_ext,
    input wire ps2data_ext,
    output wire kb_interrupt,   
    output reg [7:0] scancode,  
    output wire released,   
    output wire extended   
    );
    reg [7:0] key = 8'h00;
    reg [1:0] ps2clk_synchr;
    reg [1:0] ps2dat_synchr;
    wire ps2clk = ps2clk_synchr[1];
    wire ps2data = ps2dat_synchr[1];
    always @(posedge clk) begin
        ps2clk_synchr[0] <= ps2clk_ext;
        ps2clk_synchr[1] <= ps2clk_synchr[0];
        ps2dat_synchr[0] <= ps2data_ext;
        ps2dat_synchr[1] <= ps2dat_synchr[0];
    end
    reg [15:0] negedgedetect = 16'h0000;
    always @(posedge clk) begin
        negedgedetect <= {negedgedetect[14:0], ps2clk};
    end
    wire ps2clkedge = (negedgedetect == 16'hF000)? 1'b1 : 1'b0;
    wire paritycalculated = ^key;
    reg [15:0] timeoutcnt = 16'h0000;
    reg [1:0] state = 2'b00;
    reg [1:0] regextended = 2'b00;
    reg [1:0] regreleased = 2'b00;
    reg rkb_interrupt = 1'b0;
    assign released = regreleased[1];
    assign extended = regextended[1];
    assign kb_interrupt = rkb_interrupt;
    always @(posedge clk) begin
        if (rkb_interrupt == 1'b1) begin
            rkb_interrupt <= 1'b0;
        end
        if (ps2clkedge && enable_rcv) begin
            timeoutcnt <= 16'h0000;
            case (state)
                2'b00: begin
                    if (ps2data == 1'b0) begin
                        state <= 2'b01;
                        key <= 8'h80;
                    end
                end
                2'b01: begin
                    key <= {ps2data, key[7:1]};
                    if (key[0] == 1'b1) begin
                        state <= 2'b10;
                    end
                end
                2'b10: begin
                    if (ps2data^paritycalculated == 1'b1) begin
                        state <= 2'b11;
                    end
                    else begin
                        state <= 2'b00;
                    end
                end
                2'b11: begin
                    state <= 2'b00;                
                    if (ps2data == 1'b1) begin                        
                        scancode <= key;
                        if (kb_or_mouse == 1'b1) begin
                            rkb_interrupt <= 1'b1;   
                        end
                        else begin
                            if (key == 8'hE0) begin
                                regextended <= 2'b01;
                            end
                            else if (key == 8'hF0) begin
                                regreleased <= 2'b01;
                            end
                            else begin
                                regextended <= {regextended[0], 1'b0};
                                regreleased <= {regreleased[0], 1'b0};
                                rkb_interrupt <= 1'b1;
                            end
                        end
                    end
                end    
                default: state <= 2'b00;
            endcase
        end           
        else begin
            timeoutcnt <= timeoutcnt + 1;
            if (timeoutcnt == 16'hFFFF) begin
                state <= 2'b00;
            end
        end
    end
endmodule
module ps2_host_to_kb (
    input wire clk,           
    inout wire ps2clk_ext,
    inout wire ps2data_ext,
    input wire [7:0] data,
    input wire dataload,
    output wire ps2busy,
    output wire ps2error
    );
    reg busy = 1'b0;
    reg error = 1'b0;
    assign ps2busy = busy;
    assign ps2error = error;
    reg [1:0] ps2clk_synchr;
    reg [1:0] ps2dat_synchr;
    wire ps2clk = ps2clk_synchr[1];
    wire ps2data_in = ps2dat_synchr[1];
    always @(posedge clk) begin
        ps2clk_synchr[0] <= ps2clk_ext;
        ps2clk_synchr[1] <= ps2clk_synchr[0];
        ps2dat_synchr[0] <= ps2data_ext;
        ps2dat_synchr[1] <= ps2dat_synchr[0];
    end
    reg [15:0] edgedetect = 16'h0000;
    always @(posedge clk) begin
        edgedetect <= {edgedetect[14:0], ps2clk};
    end
    wire ps2clknedge = (edgedetect == 16'hF000)? 1'b1 : 1'b0;
    wire ps2clkpedge = (edgedetect == 16'h0FFF)? 1'b1 : 1'b0;
    reg [15:0] timeoutcnt = 16'h0000;
    reg [2:0] state = 3'b110;
    reg [7:0] shiftreg = 8'h00;
    reg [2:0] cntbits = 3'd0;
    reg [7:0] rdata = 8'h00;
    wire paritycalculated = ~(^rdata);
    always @(posedge clk) begin
        if (dataload) begin
            rdata <= data;
            busy <= 1'b1;
            error <= 1'b0;
            timeoutcnt <= 16'h0000;
            state <= 3'b000;
        end
        if (!ps2clknedge) begin
            timeoutcnt <= timeoutcnt + 1;
            if (timeoutcnt == 16'hFFFF && state != 3'b110) begin
                error <= 1'b1;
                state <= 3'b110;
            end
        end
        case (state)
            3'b000: begin   
                if (timeoutcnt >= 16'd40000) begin
                    state <= 3'b001;
                    shiftreg <= rdata;
                    cntbits <= 3'd0;
                    timeoutcnt <= 16'h0000;
                end
            end
            3'b001: begin
                if (ps2clknedge) begin
                    state <= 3'b010;
                    timeoutcnt <= 16'h0000;
                end
            end
            3'b010: begin
                if (ps2clknedge) begin
                    timeoutcnt <= 16'h0000;
                    shiftreg <= {1'b0, shiftreg[7:1]};
                    cntbits <= cntbits + 1;
                    if (cntbits == 3'd7)
                        state <= 3'b011;
                end
            end
            3'b011: begin
                if (ps2clknedge) begin
                    state <= 3'b101;
                    timeoutcnt <= 16'h0000;
                end
            end
            3'b101: begin
                if (ps2clknedge) begin
                    state <= 3'b100;
                    timeoutcnt <= 16'h0000;
                end
            end        
            3'b100: begin
                if (ps2clknedge) begin
                    state <= 3'b110;
                    timeoutcnt <= 16'h0000;
                end
            end
            3'b110: begin
                busy <= 1'b0;
                timeoutcnt <= 16'h0000;
            end
            default: begin
                timeoutcnt <= timeoutcnt + 1;
                if (timeoutcnt == 16'hFFFF && state != 3'b110) begin
                    error <= 1'b1;
                    state <= 3'b110;
                end
            end
        endcase              
    end
    assign ps2data_ext = (state == 3'b000 || state == 3'b001)    ? 1'b0 :
                         (state == 3'b010 && shiftreg[0] == 1'b0)        ? 1'b0 :
                         (state == 3'b011 && paritycalculated == 1'b0) ? 1'b0 :  
                                                                              1'bZ;   
    assign ps2clk_ext = (state == 3'b000)                              ? 1'b0 :
                                                                              1'bZ;
endmodule
```
**flow/run.sh**
```bash
#!/bin/bash
# OpenROAD 26Q1-2900-gdf79404cd8, Yosys 0.63+post, stock flow scripts
make -C /OpenROAD-flow-scripts/flow DESIGN_CONFIG=/design/flow/config.mk WORK_HOME=/design/flow/orfs finish
```
**flow/config.mk**
```make
export PLATFORM = sky130hd
export DESIGN_NAME = ps2_host_to_kb
export DESIGN_NICKNAME = ps2_host_to_kb
export VERILOG_FILES = /design/flow/design.v
export SDC_FILE = /design/flow/constraint.sdc
export NUM_CORES = 4
export LEC_CHECK = 1
export CORE_AREA = 10 10 78 78
export DIE_AREA = 0 0 88 88
```
**flow/constraint.sdc**
```tcl
current_design ps2_host_to_kb

set clk_period 2.7
set clk_io_pct 0.2

create_clock -name clk0 -period $clk_period [get_ports {clk}]

set non_clock_inputs [all_inputs -no_clocks]
set_input_delay [expr $clk_period * $clk_io_pct] -clock clk0 $non_clock_inputs
set_output_delay [expr $clk_period * $clk_io_pct] -clock clk0 [all_outputs]
```
==> out/qor.csv <==
metric;value;unit
status;finished, final reports clean;
min cycle time layout;1.69;ns
final setup violation count;0;
max-cap viol count;0;
hold path depth;2;
post-layout period usage;0.626;
area delta synth->final;12.5;%
1st-pass router iterations;4;
cell with the most instances after synthesis;dfxtp_1;
H-tree depth;1;
VDD IR max;0.388;mV
async set-reset flop share out of synthesis;0;
# fillers;473;
num ports;14;
sequential cell fraction of total power;0.541;
register share after synthesis;0.447;
hold_buf cts;0;
logic area;463;um2
CTS Buf Count;3;
hpwl dp;1.01;mm
Max clock buf depth;2;
Fmax;592;MHz
GP Congestion;0.733;
Synth Cell Area;940;um2
reg2reg path depth;5;
Reg area;420;um2
DRC Markers;0;
clk root buf;clkbuf_8;
Pint;0.000544;W
Hold Vio Cnt, Final;0;
vias in the first global route;606;
row cnt;24;
OpenROAD warning count;35;
RSZ-0062 raised after global routing;false;
layout cells sized above 1;0.128;
Worst Setup Path Type;reg2reg;
Clock Pin Slew Worst Setup and Hold Paths;0.07;ns
CP Launch Type;flop;
DRT antenna net count;0;
synth top area cells;dfxtp_1 (45%), xnor2_1 (12%), nor2_1 (6.4%);
DR vias/cell;3.90;
Post-synth top cells;dfxtp_1 (21), nor2_1 (16), xnor2_1 (13), inv_1 (9), nor4_1 (6);
CP required;2.85;ns
IO Port Bufs;3;
Comb pwr share;0.205;
DP Area;1010;um2
post-synthesis cell type count;27;
initial antenna violation count;0;
Synth Instances;104;
routed wire length;1.44;mm
Max-area cell share;0.447;
first-pass GRT wire length;2.59;mm
synthesized area per cell;9.04;um2
hold endpoint;error;
synth warn;3;
EDFF count, synth;0;
Late-Pin Clk Latency;0.25;ns
antenna cells;0;
Hold Startpoint;error;
WP data arrival;1.84;ns
total negative slack;0;ns
Initial DRC Count;39;
Chip Area;7740;um2
Fin Clk Skew;0.00206;ns
switching part of the total;0.303;
Floorplan Utilization;0.213;
grt ovf;0;
post-CTS sizing;0;
R2R Path End;state[0];
clock power share;0.254;
CORE AREA;4410;um2
Final Cell Area;1060;um2
Horiz. Die Dim;88;um
Total Power;0.000780;W
ys flop type;dfxtp_1;
clock sink count;21;
HP Class;reg2reg;
Vias;628;
Psw;0.000236;W
power density over the cells;738;nW/um2
Pleak;0.368;nW
Post-synth regs;21;
Die Span Y;88;um
Worst setup EP type;flop;
GRT Total Usage;0.0400;
CTS tree;yes;
Avg WL per Cell;8.94;um
worst-path maximum fanout;6;
Final Max Slew Viols;0;
register-to-register setup slack;1.01;ns
ys cells;104;
post-CTS setup repair buffer count;0;
post-synth top area cell;dfxtp_1;
area reported by Yosys stat;940;um2
largest net degree at the start of global routing;17;
reg-to-reg startpoint;timeoutcnt[0];
[cell type report]
cell class	count	area share
clock buffers	4	0.0426
inverters	9	0.0320
multi-input cells	72	0.438
flip-flops and latches	21	0.398
well taps	52	0.0615
repair buffers	3	0.0284
[worst max-delay path, stage by stage, from the launching register on]
cell and delay (ns):
dfxtp_1 0.41, ha_1 0.22, nand3_2 0.18, nor3_2 0.27
nand4_1 0.23, a31o_1 0.28
[cell families (layout without fill, tap and decap cells)]
| logic type | after synthesis | in the layout | synth area share |
|---|---|---|---|
| XOR/XNOR | 14 | 14 | 0.130 |
| flip-flops | 21 | 21 | 0.447 |
| buffers and inverters | 12 | 16 | 0.0639 |
| adder cells (fa/ha/maj) | 2 | 2 | 0.0266 |
| other | 1 | 2 | 0.00399 |
| AND/OR/NAND/NOR | 47 | 47 | 0.278 |
| AND-OR/OR-AND | 7 | 7 | 0.0493 |
[worst max-delay path by stage]
| stage | from | end | slack (ns) | cells past startpoint |
|---|---|---|---|---|
| final | timeoutcnt[0] | state[0] | 1.01 | 5 |
| after global routing | timeoutcnt[0] | state[0] | 0.86 | 5 |
| after CTS | timeoutcnt[0] | state[0] | 1.02 | 5 |
[power groups by stage]
stage | combinational (W) | sequential, W | clock (W)
CTS | 0.000162 | 0.000423 | 0.000209
global route | 0.000193 | 0.000433 | 0.000220
finish | 0.000160 | 0.000422 | 0.000198
[per-layer routing]
metal | GRT usage | vias to the layer above | wire [um]
met5 | 0 | - | 0
met4 | 0.00290 | 0 | 6
met3 | 0.0168 | 2 | 96
met2 | 0.0589 | 7 | 585
met1 | 0.0558 | 273 | 751
li1 | - | 346 | -
[state kept, by name, indices dropped and copies added, names as in the netlist]
register    count
timeoutcnt     16
state           3
busy            1
error           1
[cell usage in the layout (no fill, tap or decap), types with 3 or more instances in the layout]
cell type,n
dfxtp_1,21
nor2_1,16
xnor2_1,13
inv_1,9
nor4_1,6
nor2_2,5
nand2_1,5
nand3_2,3
nand4_1,3
clkbuf_8,3
clkdlybuf4s50_1,3
[metrics by stage]
stage | hold slack [ns] | worst slack (ns) | cells | utilization
6_report | 0.450 | 1.01 | 161 | 0.240
4_1_cts | 0.457 | 1.02 | 161 | 0.240
3_5_place_dp | 0.446 | 1.04 | 157 | 0.229
5_1_grt | 0.490 | 0.855 | 161 | 0.240
2_1_floorplan | 0.415 | 1.25 | 105 | -
3_3_place_gp | 0.439 | 1.04 | 157 | 0.229
Power is estimated from default activity; no workload was simulated.
